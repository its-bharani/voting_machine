$ cat /design/flow/config.mk
export PLATFORM = sky130hd
export DESIGN_NAME = vm
export DESIGN_NICKNAME = vm
export VERILOG_FILES = /design/flow/design.v
export SDC_FILE = /design/flow/constraint.sdc
export NUM_CORES = 4
export LEC_CHECK = 1
export CORE_UTILIZATION = 30
$ cat /design/flow/constraint.sdc
current_design vm

set clk_period 3.8
set clk_io_pct 0.2

create_clock -name clk0 -period $clk_period [get_ports {clock}]

set non_clock_inputs [all_inputs -no_clocks]
set_input_delay [expr $clk_period * $clk_io_pct] -clock clk0 $non_clock_inputs
set_output_delay [expr $clk_period * $clk_io_pct] -clock clk0 [all_outputs]
$ cat /design/flow/design.v
`timescale 1ns/1ps
module vm(
    input clock, on_off,
    input p1, p2, p3, p4,   
    input win,              
    input s1, s2,           
    output reg [6:0] seg,   
    output reg [7:0] an     
);
    wire led;
    reg [3:0] votes_p1 = 0;
    reg [3:0] votes_p2 = 0;
    reg [3:0] votes_p3 = 0;
    reg [3:0] votes_p4 = 0;
    reg [3:0] selected_votes = 0;
    parameter SEG_0 = 7'b0000001;
    parameter SEG_1 = 7'b1001111;
    parameter SEG_2 = 7'b0010010;
    parameter SEG_3 = 7'b0000110;
    parameter SEG_4 = 7'b1001100;
    parameter SEG_5 = 7'b0100100;
    parameter SEG_6 = 7'b0100000;
    parameter SEG_7 = 7'b0001111;
    parameter SEG_8 = 7'b0000000;
    parameter SEG_9 = 7'b0000100;
    parameter SEG_OFF = 7'b1111111;
    userclock u1(clock, led);
    always @(posedge led) begin
        if (on_off) begin
            votes_p1 <= 0;
            votes_p2 <= 0;
            votes_p3 <= 0;
            votes_p4 <= 0;
            seg <= SEG_OFF;
            an <= 8'b11111111;
        end else begin
          an <= 8'b11111110;  
            if (p1) votes_p1 <= votes_p1 + 1;
            if (p2) votes_p2 <= votes_p2 + 1;
            if (p3) votes_p3 <= votes_p3 + 1;
            if (p4) votes_p4 <= votes_p4 + 1;
            if (~s1 & ~s2) selected_votes <= votes_p1;
            else if (~s1 & s2) selected_votes <= votes_p2;
            else if (s1 & ~s2) selected_votes <= votes_p3;
            else if (s1 & s2) selected_votes <= votes_p4;
            case (selected_votes)
                0: seg <= SEG_0;
                1: seg <= SEG_1;
                2: seg <= SEG_2;
                3: seg <= SEG_3;
                4: seg <= SEG_4;
                5: seg <= SEG_5;
                6: seg <= SEG_6;
                7: seg <= SEG_7;
                8: seg <= SEG_8;
                9: seg <= SEG_9;
                default: seg <= SEG_OFF;
            endcase
            if (win) begin
                an <= 8'b01111111;  
                if ((votes_p1 == votes_p2 && votes_p1 == votes_p3 && votes_p1 == votes_p4) ||
                    (votes_p1 == votes_p2 && votes_p1 > votes_p3 && votes_p1 > votes_p4) ||
                    (votes_p1 == votes_p3 && votes_p1 > votes_p2 && votes_p1 > votes_p4) ||
                    (votes_p1 == votes_p4 && votes_p1 > votes_p2 && votes_p1 > votes_p3) ||
                    (votes_p2 == votes_p3 && votes_p2 > votes_p1 && votes_p2 > votes_p4) ||
                    (votes_p2 == votes_p4 && votes_p2 > votes_p1 && votes_p2 > votes_p3) ||
                    (votes_p3 == votes_p4 && votes_p3 > votes_p1 && votes_p3 > votes_p2)) begin
                    seg <= SEG_0;  
                end else if (votes_p1 >= votes_p2 && votes_p1 >= votes_p3 && votes_p1 >= votes_p4) begin
                    seg <= SEG_1;
                end else if (votes_p2 >= votes_p1 && votes_p2 >= votes_p3 && votes_p2 >= votes_p4) begin
                    seg <= SEG_2;
                end else if (votes_p3 >= votes_p1 && votes_p3 >= votes_p2 && votes_p3 >= votes_p4) begin
                    seg <= SEG_3;
                end else if (votes_p4 >= votes_p1 && votes_p4 >= votes_p2 && votes_p4 >= votes_p3) begin
                    seg <= SEG_4;
                end else begin
                    seg <= SEG_OFF;
                end
            end
        end
    end
endmodule
module userclock (input clock, output led);
    reg [25:0] count = 0;
    reg clock_out=0;
    always @(posedge clock) begin
        count <= count + 1;
        if (count == 9500000) begin
            count <= 0;
            clock_out<=~clock_out;
            end
            end
            assign led = clock_out;
endmodule
$ cat /design/flow/run.sh
#!/bin/bash
# OpenROAD 26Q1-2900-gdf79404cd8, Yosys 0.63+post, stock flow scripts
make -C /OpenROAD-flow-scripts/flow DESIGN_CONFIG=/design/flow/config.mk WORK_HOME=/design/flow/orfs finish
==> summary.txt <==
The synthesis and place-and-route flow finished, so here is a summary.

The run finished with clean final reports. According to the I/O placement log, the pin count is 24. The post-route worst hold slack came out at 0.473 ns. The clock latency at the later pin of the worst-skew pair came out at 0.26 ns. The number of placement rows is 37. The iteration count recorded for the first detailed-route pass is 4. The chip area from the yosys synthesis statistics is 0.00329 mm². For this design, Yosys synthesis ends with a cell count of 352. The power report attributes to the clock group a share of 32.7%.

The maximum fanout encountered on the critical timing path came out at 8. The dominant logic cell type in the layout is sky130_fd_sc_hd__dfxtp_1. The timing report gives the clock slew at the launch and capture registers of the worst setup and hold paths as 0.08 ns. The routed layout reports a DRC error count of 0. The top flip-flop cell by instance count after synthesis is sky130_fd_sc_hd__dfxtp_1. TritonCTS built the clock tree. The count of flip-flops with a built-in enable after synthesis came out at 5. The clock root buffer master is sky130_fd_sc_hd__clkbuf_8. The fraction of post-synthesis cell area in the top cell type by area came out at 31.0%. The number of CTS-inserted buffers is 3. The total non-filler cell area in the finished layout came out at 0.00364 mm². The count of unclocked register or latch pins is 29. The launching point of the worst reg2reg path is u1.count[0]. Of the total power, registers draw 60.8%.

The final critical path takes up 54.9% of the cycle. The worst setup path is of the flop to flop kind. The share of power burned in combinational logic came out at 6.6%. The maximum clock path buffer count is 2. The post-placement setup slack is 1.73 ns. The power per cell area came out at 129 mW/mm². Entering global routing, the biggest net connects 31 pins. The switching component of the power is 0.0939 mW. Per the timing report, the achievable frequency comes out to 480 MHz. In this run the full chip footprint comes out at 0.0114 mm². The die span in x is 107 µm. The number of buffers inserted by port buffering came out at 17. Note that the worst hold path type here is flop to flop. After clock tree synthesis, the setup repair step added 0 buffers. After layout, the worst setup slack is 1.72 ns. The critical hold path startpoint is u1.count[24]. The detailed-route wire length is 5880 µm. The endpoint type of the worst setup path is a flop.

Setup repair after global routing left no endpoint under its margin. The via count of the first global-routing pass came out at 2454. In the final layout, the share of cells above drive strength 1 is 5.42%.

The remaining global-route overflow came out at 0. Buffers inserted to repair hold after CTS numbered 0. In this run the cell area measured after placement is 0.00360 mm². In the layout the commonest cells are 51 x sky130_fd_sc_hd__dfxtp_1, 46 x sky130_fd_sc_hd__nor2_1, 35 x sky130_fd_sc_hd__ha_1. The total global-route track usage came out at 11.5%. The total antenna diodes in the routed design came out at 0. Yosys printed 2 warnings. The synthesized cell area came out at 0.00329 mm².

The remaining number of nets flagged by the antenna check after routing came out at 0. For hold timing, the worst endpoint is u1.count[24]. The chip height is 107 µm.

The setup total negative slack came out at 0 ns. The setup slack on the worst flop-to-flop path came out at 1.72 ns. The worst IR drop on VDD is 0.0959 mV. The initial antenna violation count is 0. The count of routing violations after the opening detailed-route iteration came out at 137.

The reported leakage power came out at 1.44 nW. The half-perimeter wire length after detailed placement is 4780 µm. The count of cells along the worst hold path is 1. The synthesis report lists the most area-consuming cells as sky130_fd_sc_hd__dfxtp_1 31%, sky130_fd_sc_hd__ha_1 13%, sky130_fd_sc_hd__xnor2_1 6.4%, sky130_fd_sc_hd__nor2_1 5.2%, sky130_fd_sc_hd__edfxtp_1 4.6%.

According to the timing report, the data required time at the worst endpoint equals 3.95 ns. The count of endpoints failing setup in the final report is 0. The final RePlAce weighted congestion is 0.848. Summing over the stages, the warning tally comes to 30.

Net switching is 20.0% of the power. The pin slew with the least headroom to its limit came out at 0.710 ns. The routed design could run at a clock period as short as 2.08 ns.

The global-route wire length before repair came out at 10800 µm. On the critical path the data arrives at 2.24 ns. Across all checked pins, the minimum headroom to the slew limit is 52.2%. The flop and latch count out of synthesis came out at 56. Sorting the Yosys area breakdown by cell type puts at the top sky130_fd_sc_hd__dfxtp_1. In this run, distinct cell masters in the synthesized netlist total 59. The fraction of synthesis flops using an asynchronous set or reset pin came out at 0%. The number of gates given a new drive strength after cts is 0. The count of fill cells added during filler insertion came out at 1064. The via density per instance is 4.79.

The power report lists cell-internal power as 0.376 mW. STA classifies the critical path startpoint as a flop. The capture point of the worst register-to-register path is recorded as u1.count[13]. The fraction of the yosys area taken by sequential cells is 35.6%. The routed layout has 2421 vias. The post-synthesis instance total came out at 352. At the floorplan stage, the core utilization is reported as 31.5%. The core footprint is 0.0105 mm². The count of H-tree levels built during CTS is 1. The final max-slew violation count recorded for this run is 0. The clock skew is 0.00457 ns. The max-cap violation count is 0. For reference, the post-synthesis area per instance comes to 9.35 µm². The final routed wire length divided by cell count came out at 11.6 µm. The final count of hold timing violations is 0. The number of unconstrained endpoints came out at 42. Counting cells, the worst reg-to-reg path comes to 6.

The area growth from synthesis to layout is 10.7%.
-- final cells by class --
class | count | area (µm²) | area share, %
sequential | 56 | 1170 | 32.1
clock buffer | 4 | 45.0 | 1.24
multi-input combinational | 268 | 1990 | 54.6
tap | 136 | 170 | 4.67
inverter | 22 | 82.6 | 2.27
timing repair buffer | 19 | 185 | 5.08
-- registers in the layout, indices dropped and copies added, names as in the netlist --
| name | count |
|---|---|
| votes_p2 | 4 |
| an | 2 |
| seg | 7 |
| votes_p4 | 4 |
| selected_votes | 4 |
| u1.clock_out | 1 |
| votes_p3 | 4 |
| u1.count | 26 |
| votes_p1 | 4 |
-- cells in the mapped netlist (all sizes together) (5+ instances only) --
master  number
dfxtp       51
nor2        48
ha          35
xnor2       24
inv         22
nand2       18
a21oi       13
nand4       13
nand3       12
xor2        11
buf          8
nand2b       7
o21ai        7
and3         6
nor2b        6
edfxtp       5
o211ai       5
-- worst max-delay path, stage by stage, from the launching register on --
cell and delay (ns):
sky130_fd_sc_hd__dfxtp_1 0.35, sky130_fd_sc_hd__inv_1 0.07, sky130_fd_sc_hd__ha_1 0.13, sky130_fd_sc_hd__or4b_1 0.45, sky130_fd_sc_hd__nor4_2 0.62, sky130_fd_sc_hd__buf_4 0.29, sky130_fd_sc_hd__o31ai_1 0.08
-- metal layers --
| layer | up-vias | share of wire, % | global-route usage [%] |
|---|---|---|---|
| li1 | 1277 | - | - |
| met3 | 2 | 1.9 | 0.558 |
| met2 | 28 | 46 | 19.7 |
| met5 | - | 0 | 0 |
| met4 | 0 | 0.39 | 0.391 |
| met1 | 1114 | 51 | 17.2 |
-- power by group through the flow --
stage | registers (mW) | clock network [mW] | logic [mW]
4_1_cts | 0.286 | 0.161 | 0.0318
6_report | 0.286 | 0.153 | 0.0309
5_1_grt | 0.286 | 0.178 | 0.0348
-- cell families (layout without fill, tap and decap cells) --
group	count (synthesis)	count (layout)	share of synthesized area, %
simple gates	133	133	22.1
flops	56	56	35.6
compound gates	51	51	11.1
fa+ha+maj	35	35	13.3
xor+xnor	35	35	9.31
buf+inv	33	45	4.56
mux	8	8	3.95
other cells	1	6	0.114
-- through the flow --
step,std cells,utilization [%],total power [mW]
4_1_cts,505,34.8,0.479
3_5_place_dp,501,34.4,0.324
2_1_floorplan,357,-,0.312
5_1_grt,505,34.8,0.498
3_3_place_gp,501,34.4,0.324
6_report,505,34.8,0.470
-- how the worst max path moves through the flow --
stage	slack, ns	depth (start not counted)	to	startpoint
CTS	1.71	6	u1.count[13]	u1.count[0]
global route	1.60	6	u1.count[13]	u1.count[0]
finish	1.72	6	u1.count[13]	u1.count[0]
No activity file was given, so power comes from the tool's default toggle rates.
